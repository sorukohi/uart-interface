## constraint.sdc

```tcl
current_design uart_receiver

set clk_period 5.1
set clk_io_pct 0.2

create_clock -name clk0 -period $clk_period [get_ports {clk_i}]

set non_clock_inputs [all_inputs -no_clocks]
set_input_delay [expr $clk_period * $clk_io_pct] -clock clk0 $non_clock_inputs
set_output_delay [expr $clk_period * $clk_io_pct] -clock clk0 [all_outputs]
```

## design.v

```verilog
`timescale 1ns / 1ps
module uart_receiver #(
  parameter CLK_KHZ     = 100000,
  parameter BODS        = 9600,
  parameter DATA_AMOUNT = 8
) (
  input  logic                   clk_i,
  input  logic                   arst_i,
  input  logic                   rx_i,
  output logic                   valid_data_o,
  output logic [DATA_AMOUNT-1:0] data_o
); 
  localparam PERIOD_RX_STRB      = CLK_KHZ * 1000 / BODS;
  localparam HALF_PERIOD_RX_STRB = PERIOD_RX_STRB / 2;
  localparam W_CNT_RX_STRB       = $clog2(PERIOD_RX_STRB);
  logic [W_CNT_RX_STRB-1:0] cnt_rx_strb;
  logic                     rx_strb;
  logic                     first_rx_strb;
  localparam SERVICE_BITS    = 3;
  localparam W_UART_FRAME    = DATA_AMOUNT + SERVICE_BITS; 
  localparam W_CNT_DATA_BITS = $clog2(W_UART_FRAME);
  logic [W_CNT_DATA_BITS-1:0] cnt_data_bits;
  typedef enum logic [1:0] { 
    IDLE,
    PREP_START_BIT,
    TRANSFER
  } statement_e;
  statement_e state, nextstate;
  assign first_rx_strb = (cnt_rx_strb  == HALF_PERIOD_RX_STRB - 1) && (state == PREP_START_BIT);
  assign last_rx_strb  = (cnt_rx_strb  == HALF_PERIOD_RX_STRB - 1) && (cnt_data_bits == W_UART_FRAME - 1);
  assign rx_strb       = (cnt_rx_strb  == PERIOD_RX_STRB - 1) || first_rx_strb || last_rx_strb; 
  always@ (posedge clk_i or posedge arst_i) begin
    if (arst_i)                          cnt_rx_strb <= 'd0; 
    else if (rx_strb || (state == IDLE)) cnt_rx_strb <= 'd0;      
    else                                 cnt_rx_strb <= cnt_rx_strb + 'd1;   
  end
  assign frame_transfer_occuring = (state == TRANSFER);
  always_ff @(posedge clk_i or posedge arst_i) begin
    if (arst_i)                              cnt_data_bits <= 'd0;
    else if (rx_strb) begin
      if (cnt_data_bits == W_UART_FRAME - 1) cnt_data_bits <= 'd0;
      else if (frame_transfer_occuring)      cnt_data_bits <= cnt_data_bits + 'd1;           
    end
  end
  logic [W_UART_FRAME-1:0] uart_frame;
  always_ff @(posedge clk_i or posedge arst_i) begin
    if (arst_i)                              uart_frame <= '1;
    else if (rx_strb && (nextstate != IDLE)) uart_frame <= {rx_i, uart_frame[W_UART_FRAME-1: 1]};
  end
  always_ff @(posedge clk_i or posedge arst_i) begin
    if (arst_i)                                   state <= IDLE;
    else if ((state == IDLE && !rx_i) || rx_strb) state <= nextstate;
  end
  always_comb begin
    nextstate = state;
    case (state)
      IDLE           : if (!rx_i)                             nextstate = PREP_START_BIT;
      PREP_START_BIT : if (!rx_i)                             nextstate = TRANSFER;
                       else                                   nextstate = IDLE;
      TRANSFER       : if (cnt_data_bits == W_UART_FRAME - 1) nextstate = IDLE;
      default : nextstate = IDLE;
    endcase
  end
  assign data_o = uart_frame[W_UART_FRAME-3:1];
  logic rx_parity_bit;
  assign rx_parity_bit = ~^data_o;
  assign valid_data_o  = (state == IDLE) && (!uart_frame[0]) && (uart_frame[W_UART_FRAME-2] == rx_parity_bit) && (uart_frame[W_UART_FRAME-1]); 
endmodule
```

## config.mk

```make
export PLATFORM = sky130hd
export DESIGN_NAME = uart_receiver
export DESIGN_NICKNAME = uart_receiver
export VERILOG_FILES = /design/flow/design.v
export SDC_FILE = /design/flow/constraint.sdc
export NUM_CORES = 4
export LEC_CHECK = 1
export CORE_UTILIZATION = 40
```

## run.sh

```bash
#!/bin/bash
# OpenROAD 26Q1-2900-gdf79404cd8, Yosys 0.63+post, stock flow scripts
make -C /OpenROAD-flow-scripts/flow DESIGN_CONFIG=/design/flow/config.mk WORK_HOME=/design/flow/orfs finish
```

==> deck_impl_summary.md <==
Run Summary

Global routing
  – Met2 Use GR: 20.2%
  – Initial antenna violation count: 0
  – First-pass GRT wire length: 4.54 mm
  – Grt met3 use: 2.70%
  – Vias in the first global route: 979
  – GRT Residual Overflow: 0
  – Largest net degree at the start of global routing: 33
  – Overall Global Routing Usage: 13.4%
  – M1 GR Usage: 20.7%
  – Most Crowded Layer GR: met1

Critical path
  – Worst-path maximum fanout: 4
  – WP data arrival: 2.00 ns
  – Crit path kind: reg2out
  – Crit path DRT: 4.08 ns
  – Startpoint Class: flip-flop
  – Crit end category: output port

Routing
  – Via/cell ratio: 5.08
  – DRC: 0
  – N_diodes: 0
  – Total Routed Length: 2.75 mm
  – Vias: 1,098
  – WL per Instance: 12.7 um
  – Pre-antenna DRT Iters: 4
  – Routed Antenna Nets: 0
  – 1st-iter DRT viols: 55

Synthesis
  – Seq share, synth: 46.3%
  – Synth top cells by count: 20 x dfrtp_1, 20 x nor2_1, 12 x dfstp_2
  – Post-Synthesis Cells: 159
  – #FFs+latches synth: 32
  – Dominant cell area share: 28.4%
  – EDFF count, synth: 0
  – Synth Area per Inst: 11.1 um^2
  – Yosys Chip Area: 1760 um^2
  – Synth area leader: dfrtp_1
  – Cell area after synthesis: 1760 um^2
  – Synthesis Warnings: 3
  – Unique cell types: 38
  – Commonest flop: dfrtp_1
  – Cell area leaders: dfrtp_1 28%, dfstp_2 18%, mux2_4 8.5%
  – Cells in synth_stat.txt: 159
  – Async SR Flop Fraction: 100%

STA
  – Final Critical Period: 3.02 ns
  – Slew margin rel.: 57.3%
  – F_max: 331 MHz
  – Setup violations, final: 0
  – Setup tns final: 0 ns
  – Clock skew: 0.00871 ns
  – RSZ-0062 raised after global routing: false
  – Final hold violations: 0
  – Fin Hold WS: 0.517 ns
  – Period utilization: 59.2%
  – Worst-margin pin slew: 0.638 ns
  – Fin. max-slew vios: 0

Floorplanning
  – FP Core Util: 42.8%
  – Core Rows: 23
  – Die Area: 4670 um^2
  – Die width: 68.4 um
  – Num ports: 12
  – Die Y-Extent: 68.4 um
  – Std-Cell Core Area: 4120 um^2

Layout
  – MI comb area: 825 um^2
  – Area delta synth->final: 10.3%
  – Flop area: 816 um^2
  – Fill cell count: 368
  – Ratio of cells with drive above 1 in the final layout: 22.9%
  – Final Non-Filler Cells: 216
  – Final core utilization: 47.2%

Power
  – Comb pwr share: 1.7%
  – Worst VDD drop: 192 uV
  – Clock group share of total power: 44.6%
  – Cell Pwr Density: 244 nW/um^2
  – Int Power: 380 uW
  – Switching Power: 93.9 uW
  – Switching Share: 19.8%
  – Leak: 0.000869 uW
  – Seq pwr share: 53.7%

Outcome
  – Status: finished, final reports clean

Job
  – Tool warnings: 26
  – Max-cap violations: 0

Placed design
  – Port Buffers: 11
  – HPWL after DPL: 1.87 mm
  – Placed insts: 208
  – GP Congestion: 0.760

CTS
  – Clk buf depth: 2
  – Post-CTS Repair Setup Buffers: 0
  – CTS tree: done
  – H-tree levels: 2
  – CTS buffer count: 5
  – Worst-skew pair later-pin latency: 0.28 ns
  – Root buffer cell: clkbuf_8
  – Post-CTS Hold Buffers: 0
  – Clock sink count: 32
  – Cts repair resizes: 0
  – Worst-path clk slew: 0.06 ns

Worst hold path
  – Hold WC Path Type: reg2reg
-- state kept, by name, indices dropped and copies added (netlist names) --
signal,flops
cnt_data_bits,4
cnt_rx_strb,14
state,3
uart_frame,11
-- per-layer routing --
metal  routed length (um)  vias up
met3                   77        2
met5                    0        -
li1                     -      548
met2                 1200       17
met4                   24        0
met1                 1440      531
-- final cells by class --
| class | count | area share (%) |
|---|---|---|
| Sequential cell | 32 | 42.0 |
| Timing Repair Buffer | 12 | 6.05 |
| Multi-Input combinational cell | 108 | 42.4 |
| Tap cell | 50 | 3.22 |
| Inverter | 6 | 1.16 |
| Clock buffer | 8 | 5.15 |
-- stage by stage --
step	setup WS, ns	power [uW]	area [um^2]
floorplan	2.96	263	1760
global placement	2.40	267	1840
detailed placement	2.37	267	1840
CTS	2.06	480	1940
global route	1.90	494	1940
finish	2.08	474	1940
-- cell usage in the layout (no fill, tap or decap), drive strengths merged --
cell type / n
nor2: 21
dfrtp: 20
dfstp: 12
mux2: 12
xor2: 11
clkdlybuf4s50: 11
xnor2: 10
nand2: 9
clkbuf: 8
nand4: 7
o21ai: 7
inv: 6
nand3: 4
and3: 4
and4: 3
nand2b: 2
nor2b: 2
a221o: 2
ha: 2
and4b: 1
nor4b: 1
and3b: 1
and4bb: 1
nor3b: 1
nor4bb: 1
o2bb2ai: 1
o221ai: 1
or2: 1
a22oi: 1
o22ai: 1
nor3: 1
buf: 1
-- kinds of logic (layout without fill, tap and decap cells) --
| logic type | after synthesis | after routing | share of synthesized area (%) |
|---|---|---|---|
| AND-OR/OR-AND | 13 | 13 | 5.54 |
| XOR/XNOR | 21 | 21 | 10.4 |
| adder cells (fa/ha/maj) | 2 | 2 | 1.42 |
| buffers and inverters | 19 | 26 | 6.89 |
| flip-flops | 32 | 32 | 46.3 |
| multiplexers | 12 | 12 | 9.80 |
| AND/OR/NAND/NOR | 60 | 60 | 19.6 |
-- path summary, 6_finish.rpt --
path	from	endpoint	slack [ns]	cells after the start
setup reg to reg	cnt_rx_strb[0]$_DFF_PP0_	state[1]$_DFF_PP0_	2.93	6
min in group asynchronous	arst_i	cnt_data_bits[3]$_DFFE_PP0P_	1.12	3
hold / removal	cnt_rx_strb[0]$_DFF_PP0_	cnt_rx_strb[0]$_DFF_PP0_	0.52	1
hold reg to reg	cnt_rx_strb[0]$_DFF_PP0_	cnt_rx_strb[0]$_DFF_PP0_	0.52	1
max in group asynchronous	arst_i	state[0]$_DFF_PP1_	3.64	3
setup / recovery	uart_frame[5]$_DFFE_PP1P_	valid_data_o	2.08	6
-- power by group through the flow --
stage | logic, uW | registers (uW) | clock network (uW)
4_1_cts | 8.81 | 254 | 217
5_1_grt | 9.96 | 254 | 229
6_report | 8.20 | 254 | 211
-- critical path, cell delays in order (launching register included) --
cell and delay [ns]:
dfstp_2 0.57, xnor2_1 0.14, xnor2_1 0.15, xnor2_1 0.16, xnor2_1 0.09, nor3_1 0.13
clkdlybuf4s50_1 0.48
Power figures rest on the tool's default switching activity, not on a simulated workload.
